### design/flow/config.mk
export PLATFORM = sky130hd
export DESIGN_NAME = collision_checker
export DESIGN_NICKNAME = collision_checker
export VERILOG_FILES = /design/flow/design.v
export SDC_FILE = /design/flow/constraint.sdc
export NUM_CORES = 4
export LEC_CHECK = 1
export CORE_UTILIZATION = 30
### design/flow/constraint.sdc
current_design collision_checker

set clk_period 14.2
set clk_io_pct 0.2

create_clock -name clk0 -period $clk_period

set non_clock_inputs [all_inputs -no_clocks]
set_input_delay [expr $clk_period * $clk_io_pct] -clock clk0 $non_clock_inputs
set_output_delay [expr $clk_period * $clk_io_pct] -clock clk0 [all_outputs]
### design/flow/design.v
module collision_checker (input  [9:0] BallX, BallY, PipeX, PipeY, PipeX2, PipeY2, PipeX3, PipeY3, PipeX4, PipeY4, Ball_size,
								  input	[9:0] CoinX, CoinY, CoinX2, CoinY2, CoinX3, CoinY3, CoinX4, CoinY4,
								  output logic Collection_Flag, Collection2_Flag, Collection3_Flag, Collection4_Flag, 
								  output logic Collision);
	logic wall_collision, top_collision, side_collision, bot_collision;
	logic coin_collision, coin2_collision, coin3_collision, coin4_collision;
	parameter [9:0] Bird_Y_Min=0;        
	parameter [9:0] Bird_Y_Max=479;      
	parameter [9:0] Pipe_Width=25;       
	parameter [9:0] Pipe_Rim_Width=5;	 
	parameter [9:0] Pipe_Rim_Height=10;  
	parameter [9:0] Pipe_Gap=80;         
	always_comb
	begin:Coin1
			if((BallX >= (CoinX - 2)) && (BallX <= (CoinX + 2)) && (BallY >= (CoinY - 2)) && (BallY <= (CoinY + 2)))
				coin_collision <= 1'b1;
			else 
				coin_collision <= 1'b0;
	end
	always_comb
	begin:Coin2
			if((BallX >= (CoinX2 - 2)) && (BallX <= (CoinX2 + 2)) && (BallY >= (CoinY2 - 2)) && (BallY <= (CoinY2 + 2)))
				coin2_collision <= 1'b1;
			else 
				coin2_collision <= 1'b0;
	end
	always_comb
	begin:Coin3
			if((BallX >= (CoinX3 - 2)) && (BallX <= (CoinX3 + 2)) && (BallY >= (CoinY3 - 2)) && (BallY <= (CoinY3 + 2)))
				coin3_collision <= 1'b1;
			else 
				coin3_collision <= 1'b0;
	end
	always_comb
	begin:Coin4
			if((BallX >= (CoinX4 - 2)) && (BallX <= (CoinX4 + 2)) && (BallY >= (CoinY4 - 2)) && (BallY <= (CoinY4 + 2)))
				coin4_collision <= 1'b1;
			else 
				coin4_collision <= 1'b0;
	end
	always_comb
	begin:Wall_Collision_Logic
			if((BallY < Bird_Y_Min) || (BallY >= (Bird_Y_Max - 20)))
				wall_collision <= 1'b1;
			else
				wall_collision <= 1'b0;
	end
	always_comb
	begin:Top_Collision_Logic
			if ((BallX >= PipeX) && (BallX <= PipeX + Pipe_Width) && ((BallY - Ball_size) >= PipeY))
				top_collision <= 1'b1;
			else if ((BallX >= PipeX - Pipe_Rim_Width) && (BallX <= PipeX + Pipe_Width + Pipe_Rim_Width) && ((BallY - Ball_size) >= PipeY) && ((BallY - Ball_size) <= PipeY + Pipe_Rim_Height))
				top_collision <= 1'b1;
			else if ((BallX >= PipeX) && (BallX <= PipeX + Pipe_Width) && ((BallY - Ball_size) <= PipeY - Pipe_Gap))
				top_collision <= 1'b1;
			else if ((BallX >= PipeX - Pipe_Rim_Width) && (BallX <= PipeX + Pipe_Width + Pipe_Rim_Width) && ((BallY - Ball_size) >=  PipeY - Pipe_Gap - Pipe_Rim_Height) && ((BallY - Ball_size) <= PipeY - Pipe_Gap))
				top_collision <= 1'b1;
			else if ((BallX >= PipeX2) && (BallX <= PipeX2 + Pipe_Width) && ((BallY - Ball_size) >= PipeY2))
				top_collision <= 1'b1;
			else if ((BallX >= PipeX2 - Pipe_Rim_Width) && (BallX <= PipeX2 + Pipe_Width + Pipe_Rim_Width) && ((BallY - Ball_size) >= PipeY2) && ((BallY - Ball_size) <= PipeY2 + Pipe_Rim_Height))
				top_collision <= 1'b1;
			else if ((BallX >= PipeX2) && (BallX <= PipeX2 + Pipe_Width) && ((BallY - Ball_size) <= PipeY2 - Pipe_Gap))
				top_collision <= 1'b1;
			else if ((BallX >= PipeX2 - Pipe_Rim_Width) && (BallX <= PipeX2 + Pipe_Width + Pipe_Rim_Width) && ((BallY - Ball_size) >=  PipeY2 - Pipe_Gap - Pipe_Rim_Height) && ((BallY - Ball_size) <= PipeY2 - Pipe_Gap))
				top_collision <= 1'b1;
			else if ((BallX >= PipeX3) && (BallX <= PipeX3 + Pipe_Width) && ((BallY - Ball_size) >= PipeY3))
				top_collision <= 1'b1;
			else if ((BallX >= PipeX3 - Pipe_Rim_Width) && (BallX <= PipeX3 + Pipe_Width + Pipe_Rim_Width) && ((BallY - Ball_size) >= PipeY3) && ((BallY - Ball_size) <= PipeY3 + Pipe_Rim_Height))
				top_collision <= 1'b1;
			else if ((BallX >= PipeX3) && (BallX <= PipeX3 + Pipe_Width) && ((BallY - Ball_size) <= PipeY3 - Pipe_Gap))
				top_collision <= 1'b1;
			else if ((BallX >= PipeX3 - Pipe_Rim_Width) && (BallX <= PipeX3 + Pipe_Width + Pipe_Rim_Width) && ((BallY - Ball_size) >=  PipeY3 - Pipe_Gap - Pipe_Rim_Height) && ((BallY - Ball_size) <= PipeY3 - Pipe_Gap))
				top_collision <= 1'b1;
			else if ((BallX >= PipeX4) && (BallX <= PipeX4 + Pipe_Width) && ((BallY - Ball_size) >= PipeY4))
				top_collision <= 1'b1;
			else if ((BallX >= PipeX4 - Pipe_Rim_Width) && (BallX <= PipeX4 + Pipe_Width + Pipe_Rim_Width) && ((BallY - Ball_size) >= PipeY4) && ((BallY - Ball_size) <= PipeY4 + Pipe_Rim_Height))
				top_collision <= 1'b1;
			else if ((BallX >= PipeX4) && (BallX <= PipeX4 + Pipe_Width) && ((BallY - Ball_size) <= PipeY4 - Pipe_Gap))
				top_collision <= 1'b1;
			else if ((BallX >= PipeX4 - Pipe_Rim_Width) && (BallX <= PipeX4 + Pipe_Width + Pipe_Rim_Width) && ((BallY - Ball_size) >=  PipeY4 - Pipe_Gap - Pipe_Rim_Height) && ((BallY - Ball_size) <= PipeY4 - Pipe_Gap))
				top_collision <= 1'b1;
			else 
				top_collision <= 1'b0;
	end
	always_comb 
	begin:Side_Collision_Logic
			if (((BallX + Ball_size) >= PipeX) && ((BallX + Ball_size) <= PipeX + Pipe_Width) && (BallY >= PipeY))
				side_collision <= 1'b1;
			else if (((BallX + Ball_size) >= PipeX - Pipe_Rim_Width) && ((BallX + Ball_size) <= PipeX + Pipe_Width + Pipe_Rim_Width) && (BallY >= PipeY) && (BallY <= PipeY + Pipe_Rim_Height))
				side_collision <= 1'b1;
			else if (((BallX + Ball_size) >= PipeX) && ((BallX + Ball_size) <= PipeX + Pipe_Width) && (BallY <= PipeY - Pipe_Gap))
				side_collision <= 1'b1;
			else if (((BallX + Ball_size) >= PipeX - Pipe_Rim_Width) && ((BallX + Ball_size) <= PipeX + Pipe_Width + Pipe_Rim_Width) && (BallY >=  PipeY - Pipe_Gap - Pipe_Rim_Height) && (BallY <= PipeY - Pipe_Gap))
				side_collision <= 1'b1;
			else if (((BallX + Ball_size) >= PipeX2) && ((BallX + Ball_size) <= PipeX2 + Pipe_Width) && (BallY >= PipeY2))
				side_collision <= 1'b1;
			else if (((BallX + Ball_size) >= PipeX2 - Pipe_Rim_Width) && ((BallX + Ball_size) <= PipeX2 + Pipe_Width + Pipe_Rim_Width) && (BallY >= PipeY2) && (BallY <= PipeY2 + Pipe_Rim_Height))
				side_collision <= 1'b1;
			else if (((BallX + Ball_size) >= PipeX2) && ((BallX + Ball_size) <= PipeX2 + Pipe_Width) && (BallY <= PipeY2 - Pipe_Gap))
				side_collision <= 1'b1;
			else if (((BallX + Ball_size) >= PipeX2 - Pipe_Rim_Width) && ((BallX + Ball_size) <= PipeX2 + Pipe_Width + Pipe_Rim_Width) && (BallY >=  PipeY2 - Pipe_Gap - Pipe_Rim_Height) && (BallY <= PipeY2 - Pipe_Gap))
				side_collision <= 1'b1;
			else if (((BallX + Ball_size) >= PipeX3) && ((BallX + Ball_size) <= PipeX3 + Pipe_Width) && (BallY >= PipeY3))
				side_collision <= 1'b1;
			else if (((BallX + Ball_size) >= PipeX3 - Pipe_Rim_Width) && ((BallX + Ball_size) <= PipeX3 + Pipe_Width + Pipe_Rim_Width) && (BallY >= PipeY3) && (BallY <= PipeY3 + Pipe_Rim_Height))
				side_collision <= 1'b1;
			else if (((BallX + Ball_size) >= PipeX3) && ((BallX + Ball_size) <= PipeX3 + Pipe_Width) && (BallY <= PipeY3 - Pipe_Gap))
				side_collision <= 1'b1;
			else if (((BallX + Ball_size) >= PipeX3 - Pipe_Rim_Width) && ((BallX + Ball_size) <= PipeX3 + Pipe_Width + Pipe_Rim_Width) && (BallY >=  PipeY3 - Pipe_Gap - Pipe_Rim_Height) && (BallY <= PipeY3 - Pipe_Gap))
				side_collision <= 1'b1;
			else if (((BallX + Ball_size) >= PipeX4) && ((BallX + Ball_size) <= PipeX4 + Pipe_Width) && (BallY >= PipeY4))
				side_collision <= 1'b1;
			else if (((BallX + Ball_size) >= PipeX4 - Pipe_Rim_Width) && ((BallX + Ball_size) <= PipeX4 + Pipe_Width + Pipe_Rim_Width) && (BallY >= PipeY4) && (BallY <= PipeY4 + Pipe_Rim_Height))
				side_collision <= 1'b1;
			else if (((BallX + Ball_size) >= PipeX4) && ((BallX + Ball_size) <= PipeX4 + Pipe_Width) && (BallY <= PipeY4 - Pipe_Gap))
				side_collision <= 1'b1;
			else if (((BallX + Ball_size) >= PipeX4 - Pipe_Rim_Width) && ((BallX + Ball_size) <= PipeX4 + Pipe_Width + Pipe_Rim_Width) && (BallY >=  PipeY4 - Pipe_Gap - Pipe_Rim_Height) && (BallY <= PipeY4 - Pipe_Gap))
				side_collision <= 1'b1;
			else 
				side_collision <= 1'b0;
	end
	always_comb
	begin:Bot_Collision_Logic
			if ((BallX >= PipeX) && (BallX <= PipeX + Pipe_Width) && ((BallY + Ball_size) >= PipeY))
				bot_collision <= 1'b1;
			else if ((BallX >= PipeX - Pipe_Rim_Width) && (BallX <= PipeX + Pipe_Width + Pipe_Rim_Width) && ((BallY + Ball_size) >= PipeY) && ((BallY + Ball_size) <= PipeY + Pipe_Rim_Height))
				bot_collision <= 1'b1;
			else if ((BallX >= PipeX) && (BallX <= PipeX + Pipe_Width) && ((BallY + Ball_size) <= PipeY - Pipe_Gap))
				bot_collision <= 1'b1;
			else if ((BallX >= PipeX - Pipe_Rim_Width) && (BallX <= PipeX + Pipe_Width + Pipe_Rim_Width) && ((BallY + Ball_size) >=  PipeY - Pipe_Gap - Pipe_Rim_Height) && ((BallY + Ball_size) <= PipeY - Pipe_Gap))
				bot_collision <= 1'b1;
			else if ((BallX >= PipeX2) && (BallX <= PipeX2 + Pipe_Width) && ((BallY + Ball_size) >= PipeY2))
				bot_collision <= 1'b1;
			else if ((BallX >= PipeX2 - Pipe_Rim_Width) && (BallX <= PipeX2 + Pipe_Width + Pipe_Rim_Width) && ((BallY + Ball_size) >= PipeY2) && ((BallY + Ball_size) <= PipeY2 + Pipe_Rim_Height))
				bot_collision <= 1'b1;
			else if ((BallX >= PipeX2) && (BallX <= PipeX2 + Pipe_Width) && ((BallY + Ball_size) <= PipeY2 - Pipe_Gap))
				bot_collision <= 1'b1;
			else if ((BallX >= PipeX2 - Pipe_Rim_Width) && (BallX <= PipeX2 + Pipe_Width + Pipe_Rim_Width) && ((BallY + Ball_size) >=  PipeY2 - Pipe_Gap - Pipe_Rim_Height) && ((BallY + Ball_size) <= PipeY2 - Pipe_Gap))
				bot_collision <= 1'b1;
			else if ((BallX >= PipeX3) && (BallX <= PipeX3 + Pipe_Width) && ((BallY + Ball_size) >= PipeY3))
				bot_collision <= 1'b1;
			else if ((BallX >= PipeX3 - Pipe_Rim_Width) && (BallX <= PipeX3 + Pipe_Width + Pipe_Rim_Width) && ((BallY + Ball_size) >= PipeY3) && ((BallY + Ball_size) <= PipeY3 + Pipe_Rim_Height))
				bot_collision <= 1'b1;
			else if ((BallX >= PipeX3) && (BallX <= PipeX3 + Pipe_Width) && ((BallY + Ball_size) <= PipeY3 - Pipe_Gap))
				bot_collision <= 1'b1;
			else if ((BallX >= PipeX3 - Pipe_Rim_Width) && (BallX <= PipeX3 + Pipe_Width + Pipe_Rim_Width) && ((BallY + Ball_size) >=  PipeY3 - Pipe_Gap - Pipe_Rim_Height) && ((BallY + Ball_size) <= PipeY3 - Pipe_Gap))
				bot_collision <= 1'b1;
			else if ((BallX >= PipeX4) && (BallX <= PipeX4 + Pipe_Width) && ((BallY + Ball_size) >= PipeY4))
				bot_collision <= 1'b1;
			else if ((BallX >= PipeX4 - Pipe_Rim_Width) && (BallX <= PipeX4 + Pipe_Width + Pipe_Rim_Width) && ((BallY + Ball_size) >= PipeY4) && ((BallY + Ball_size) <= PipeY4 + Pipe_Rim_Height))
				bot_collision <= 1'b1;
			else if ((BallX >= PipeX4) && (BallX <= PipeX4 + Pipe_Width) && ((BallY + Ball_size) <= PipeY4 - Pipe_Gap))
				bot_collision <= 1'b1;
			else if ((BallX >= PipeX4 - Pipe_Rim_Width) && (BallX <= PipeX4 + Pipe_Width + Pipe_Rim_Width) && ((BallY + Ball_size) >=  PipeY4 - Pipe_Gap - Pipe_Rim_Height) && ((BallY + Ball_size) <= PipeY4 - Pipe_Gap))
				bot_collision <= 1'b1;
			else 
				bot_collision <= 1'b0;
	end
	assign Collision = wall_collision || top_collision || side_collision || bot_collision;
	assign Collection_Flag = coin_collision;
	assign Collection2_Flag = coin2_collision;
	assign Collection3_Flag = coin3_collision;
	assign Collection4_Flag = coin4_collision;
endmodule
### design/flow/run.sh
#!/bin/bash
# OpenROAD 26Q1-2900-gdf79404cd8, Yosys 0.63+post, stock flow scripts
make -C /OpenROAD-flow-scripts/flow DESIGN_CONFIG=/design/flow/config.mk WORK_HOME=/design/flow/orfs finish
==> flow_metrics.env <==
# yosys + openroad results
export IMPL_status="finished, final reports clean"
export IMPL_yosysWarnings=1
export IMPL_layout_min_cycle_time_ns=11.66
export IMPL_synth_cellmix_compoundShare_pct=22.2
export IMPL_hpwl_um=71600
export IMPL_most_common_cell="ha_1"
export IMPL_ys_sh_simple_pct=17.7
export IMPL_swShare_pct=59.0
export IMPL_post_synth_top_area_fraction_pct=45.9
export IMPL_final_area_mm2=0.0287
export IMPL_portBuffers=195
export IMPL_synth_cell_types=80
export IMPL_cp_max_fo=16
export IMPL_ff_count=0
export IMPL_fp_utilization_pct=30.4
export IMPL_ys_sh_xor_pct=10.6
export IMPL_clkbuf_count=0
export IMPL_drv_slew=0
export IMPL_dieWidth_um=291
export IMPL_cts_setup_buffers=0
export IMPL_synth_area_top_cells="ha_1 (46%), xnor2_1 (6.6%), a21oi_1 (4.6%)"
export IMPL_drt_wirelength_per_cell_um=20.4
export IMPL_critPathKind="in2out"
export IMPL_drtIter0Drc=1792
export IMPL_rows=105
export IMPL_required_ns=11.36
export IMPL_crit_slowest_cell="clkdlybuf4s50_1"
export IMPL_p_leak_nw=13.2
export IMPL_finalSetupTns_ns=0
export IMPL_routabilityCongestion=0.943
export IMPL_vias=24484
export IMPL_synth_area_per_cell_um2=7.93
export IMPL_grt_pass1_vias=23303
export IMPL_ys_chip_area_mm2=0.0250
export IMPL_vias_per_cell=5.50
export IMPL_hold_viol=0
export IMPL_irDropWorstVdd_uv=30.1
export IMPL_pwr_density_cell_mw_per_mm2=57.7
export IMPL_ios=195
export IMPL_grt_total_usage_pct=21.4
export IMPL_tightest_slew_ns=0.832
export IMPL_combPwrFrac_pct=100.0
export IMPL_coreArea_mm2=0.0824
export IMPL_min_path_type="in2out"
export IMPL_p_clk_share_pct=0
export IMPL_seqCellArea_um2=0
export IMPL_drive_gt1_share_pct=2.55
export IMPL_die_area_mm2=0.0846
export IMPL_mux_share_pct=0
export IMPL_die_height_um=291
export IMPL_ys_seq_share_pct=0
export IMPL_routed_wl_um=90900
export IMPL_slew_headroom_pct=44.5
export IMPL_grt_max_degree=26
export IMPL_rsz0062_at_grt="false"
export IMPL_grt_first_pass_wirelength_um=139000
export IMPL_yosys_area_top_type="ha_1"
export IMPL_post_cts_resized_instances=0
export IMPL_switchingPower_mw=0.979
export IMPL_drt_pre_antenna_iters=5
export IMPL_hold_buffers=0
export IMPL_arrival_ns=8.82
export IMPL_warnings=101
export IMPL_power_frac_seq_pct=0
export IMPL_ys_cells=3157
export IMPL_drc=0
export IMPL_grt_antenna_before_repair=4
export IMPL_cp_start_kind="input pin"
export IMPL_intPower_mw=0.680
export IMPL_antenna_left=0
export IMPL_adder_share_pct=46.2
export IMPL_holdWs_ns=6.96
export IMPL_synthCells=3157
export IMPL_cpPeakStageDelay_ns=0.55
export IMPL_fmax_mhz=85.8
export IMPL_area_growth_syn_to_layout_pct=14.8
export IMPL_max_cap_violations=0
export IMPL_ys_top_cells_by_count="ha_1 (919), a21oi_1 (231), xnor2_1 (189)"
export IMPL_setup_violations=0
export IMPL_end_kind="output pin"
export IMPL_grt_overflow=0
export IMPL_syn_area_mm2=0.0250
export IMPL_dpl_instance_area_mm2=0.0287
export IMPL_logic_family="adder cells"
export IMPL_period_used_pct=82.1
==> final timing paths <==
| path | from | end | slack (ns) | cells past startpoint |
|---|---|---|---|---|
| worst min-delay path | BallY[9] | Collection_Flag | 6.96 | 7 |
| worst max-delay path | BallY[0] | Collision | 2.54 | 25 |
==> worst max-delay path, delay by kind of cell <==
| kind | cells | cell delay (ns) |
|---|---|---|
| simple gates | 7 | 0.96 |
| fa+ha+maj | 3 | 0.97 |
| buf+inv | 5 | 1.92 |
| compound gates | 9 | 1.97 |
| xor+xnor | 1 | 0.14 |
==> cell type report <==
cell class                 instances  area, µm²
tap                             1070       1340
multi-input combinational       2938      24400
timing repair buffer             247       2310
fill                            8446      53600
inverter                         193        724
antenna                            3       7.51
==> stage by stage <==
stage,std cells,power [mW],worst slack [ns],util [%]
CTS,4448,1.64,2.54,34.9
global route,4451,1.87,1.99,34.9
finish,4451,1.66,2.54,34.9
detailed placement,4448,1.63,2.58,34.9
floorplan,3157,1.08,4.56,-
global placement,4448,1.62,2.61,34.9
==> metal layers <==
| metal | share of wire [%] | track usage, % | vias up |
|---|---|---|---|
| met5 | 0 | 0 | - |
| met4 | 1.9 | 3.81 | 0 |
| met3 | 6.4 | 3.54 | 96 |
| met2 | 44 | 34.4 | 623 |
| met1 | 47 | 30.4 | 11235 |
| li1 | - | - | 12530 |
==> kinds of logic (layout without fill, tap and decap cells) <==
logic type / after synthesis / in the layout
AND-OR/OR-AND: 856 / 856
adder cells (fa/ha/maj): 922 / 922
XOR/XNOR: 304 / 304
other: 0 / 3
buffers and inverters: 219 / 440
AND/OR/NAND/NOR: 856 / 856
==> cell usage in the layout, fill, tap and decap left out, types with 7 or more instances in the layout <==
cell and instances:
or3_1 12, xor2_1 113, and4_1 7, o21a_1 74
a2111oi_0 23, a21oi_1 231, o31ai_1 13, a211o_1 10
o2111ai_1 11, nand3b_1 9, nor4b_1 12, and3_1 23
o21ai_1 48, o21ai_0 139, a221oi_1 11, nand2b_1 60
nor4_1 36, ha_1 919, xnor2_2 16, nor2b_1 51
or4_1 16, nand3_1 95, o22ai_1 11, buf_4 52
inv_1 187, a211oi_1 43, clkdlybuf4s50_1 189, a221o_1 8
nor3_1 82, a21o_1 71, a31oi_1 32, nand4_1 98
xnor2_1 173, o41ai_1 7, o21bai_1 23, nand2_1 167
nor2_1 163, o211ai_1 34, nor3b_1 10
==> power by group through the flow <==
| stage | logic [mW] | registers [mW] | clock network [mW] |
|---|---|---|---|
| CTS | 1.64 | 0 | 0 |
| finish | 1.66 | 0 | 0.0000000284 |
| global route | 1.87 | 0 | 0.0000000284 |
Power figures rest on the tool's default switching activity, not on a simulated workload.
