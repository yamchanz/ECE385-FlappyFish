==> design/flow/design.v <==
module  color_mapper ( input        [9:0] BallX, BallY, PipeX, PipeY, PipeX2, PipeY2, PipeX3, PipeY3, PipeX4, PipeY4, DrawX, DrawY, Ball_size,
							  input 			[9:0] CoinX, CoinY, CoinX2, CoinY2, CoinX3, CoinY3, CoinX4, CoinY4, Difficulty_Flag,
							  input 			Clk, Coin_Flag, Coin2_Flag, Coin3_Flag, Coin4_Flag, Blank, 
                       output logic [7:0] Red, Green, Blue );
    logic ball_on, wing_on, eye_on, pupil_on, topgill_on, botgill_on;
	 logic pipe_on, pipe2_on, pipe3_on, pipe4_on;
	 logic coin_on, coin2_on, coin3_on, coin4_on;
	 logic diff_on;
	 parameter [9:0] Pipe_Width=25;       
	 parameter [9:0] Pipe_Rim_Width=5;	  
	 parameter [9:0] Pipe_Rim_Height=10;  
	 parameter [9:0] Pipe_Gap=80;         
    int DistX, DistY, Size;
	 assign DistX = DrawX - BallX;
    assign DistY = DrawY - BallY;
    assign Size = Ball_size;
	 int WDistX, WDistY, WSize;
	 assign WDistX = DrawX - (BallX - 4);
    assign WDistY = DrawY - BallY;
    assign WSize = Ball_size - 3;
	 int EDistX, EDistY, ESize;
	 assign EDistX = DrawX - (BallX + 2);
    assign EDistY = DrawY - (BallY - 2);
    assign ESize = Ball_size - 4;
	 int PDistX, PDistY, PSize;
	 assign PDistX = DrawX - (BallX + 3);
    assign PDistY = DrawY - (BallY - 2);
    assign PSize = Ball_size - 5;
	 int TGDistX, TGDistY, TGSize;
	 assign TGDistX = DrawX - (BallX - 5);
    assign TGDistY = DrawY - (BallY - 2);
    assign TGSize = Ball_size - 3;
	 int BGDistX, BGDistY, BGSize;
	 assign BGDistX = DrawX - (BallX - 5);
    assign BGDistY = DrawY - (BallY + 2);
    assign BGSize = Ball_size - 3;
	 int CDistX, CDistY, Coin_size;
	 assign CDistX = DrawX - CoinX;
    assign CDistY = DrawY - CoinY;
	 assign Coin_size = 5;
	 int C2DistX, C2DistY;
	 assign C2DistX = DrawX - CoinX2;
    assign C2DistY = DrawY - CoinY2;
	 int C3DistX, C3DistY;
	 assign C3DistX = DrawX - CoinX3;
    assign C3DistY = DrawY - CoinY3;
	 int C4DistX, C4DistY;
	 assign C4DistX = DrawX - CoinX4;
    assign C4DistY = DrawY - CoinY4;
	 int DiffX, DiffY, Diff_size;
	 assign DiffX = DrawX - 620;
    assign DiffY = DrawY - 10;
    assign Diff_size = 3;
	 always_comb
    begin:Diff_on_proc
        if ( ( DiffX*DiffX + DiffY*DiffY) <= (Diff_size * Diff_size) ) 
            diff_on = 1'b1;
        else 
            diff_on = 1'b0;
    end 
    always_comb
    begin:Ball_on_proc
        if ( ( DistX*DistX + DistY*DistY) <= (Size * Size) ) 
            ball_on = 1'b1;
        else 
            ball_on = 1'b0;
    end 
	 always_comb
    begin:Wing_on_proc
        if ( ( WDistX*WDistX + WDistY*WDistY) <= (WSize * WSize) ) 
            wing_on = 1'b1;
        else 
            wing_on = 1'b0;
    end 
	 always_comb
    begin:Eye_on_proc
        if ( ( EDistX*EDistX + EDistY*EDistY) <= (ESize * ESize) ) 
            eye_on = 1'b1;
        else 
            eye_on = 1'b0;
    end 
	 always_comb
    begin:Pupil_on_proc
        if ( ( PDistX*PDistX + PDistY*PDistY) <= (PSize * PSize) ) 
            pupil_on = 1'b1;
        else 
            pupil_on = 1'b0;
    end 
	 always_comb
    begin:Topgill_on_proc
        if ( ( TGDistX*TGDistX + TGDistY*TGDistY) <= (TGSize * TGSize) ) 
            topgill_on = 1'b1;
        else 
            topgill_on = 1'b0;
    end 
	 always_comb
    begin:Botgill_on_proc
        if ( ( BGDistX*BGDistX + BGDistY*BGDistY) <= (BGSize * BGSize) ) 
            botgill_on = 1'b1;
        else 
            botgill_on = 1'b0;
    end 
	 always_comb
    begin:Coin_Logic
        if ( ( CDistX*CDistX + CDistY*CDistY) <= (Coin_size * Coin_size) ) 
            coin_on = 1'b1;
        else 
            coin_on = 1'b0;
    end
	 always_comb
    begin:Coin2_Logic
        if ( ( C2DistX*C2DistX + C2DistY*C2DistY) <= (Coin_size * Coin_size) ) 
            coin2_on = 1'b1;
        else 
            coin2_on = 1'b0;
    end
	 always_comb
    begin:Coin3_Logic
        if ( ( C3DistX*C3DistX + C3DistY*C3DistY) <= (Coin_size * Coin_size) ) 
            coin3_on = 1'b1;
        else 
            coin3_on = 1'b0;
    end
	 always_comb
    begin:Coin4_Logic
        if ( ( C4DistX*C4DistX + C4DistY*C4DistY) <= (Coin_size * Coin_size) ) 
            coin4_on = 1'b1;
        else 
            coin4_on = 1'b0;
    end
	 always_comb 
	 begin:Pipe_Logic
		if ((DrawX >= PipeX) && (DrawX <= PipeX + Pipe_Width) && (DrawY >= PipeY))
				pipe_on = 1'b1;
		else if ((DrawX >= PipeX - Pipe_Rim_Width) && (DrawX <= PipeX + Pipe_Width + Pipe_Rim_Width) && (DrawY >= PipeY) && (DrawY <= PipeY + Pipe_Rim_Height))
				pipe_on = 1'b1;
		else if ((DrawX >= PipeX) && (DrawX <= PipeX + Pipe_Width) && (DrawY <= PipeY - Pipe_Gap))
				pipe_on = 1'b1;
		else if ((DrawX >= PipeX - Pipe_Rim_Width) && (DrawX <= PipeX + Pipe_Width + Pipe_Rim_Width) && (DrawY >=  PipeY - Pipe_Gap - Pipe_Rim_Height) && (DrawY <= PipeY - Pipe_Gap))
				pipe_on = 1'b1;
		else
				pipe_on = 1'b0;
	 end
	 always_comb 
	 begin:Pipe2_Logic
		if ((DrawX >= PipeX2) && (DrawX <= PipeX2 + Pipe_Width) && (DrawY >= PipeY2))
				pipe2_on = 1'b1;
		else if ((DrawX >= PipeX2 - Pipe_Rim_Width) && (DrawX <= PipeX2 + Pipe_Width + Pipe_Rim_Width) && (DrawY >= PipeY2) && (DrawY <= PipeY2 + Pipe_Rim_Height))
				pipe2_on = 1'b1;
		else if ((DrawX >= PipeX2) && (DrawX <= PipeX2 + Pipe_Width) && (DrawY <= PipeY2 - Pipe_Gap))
				pipe2_on = 1'b1;
		else if ((DrawX >= PipeX2 - Pipe_Rim_Width) && (DrawX <= PipeX2 + Pipe_Width + Pipe_Rim_Width) && (DrawY >=  PipeY2 - Pipe_Gap - Pipe_Rim_Height) && (DrawY <= PipeY2 - Pipe_Gap))
				pipe2_on = 1'b1;
		else
				pipe2_on = 1'b0;
	 end
	 always_comb 
	 begin:Pipe3_Logic
		if ((DrawX >= PipeX3) && (DrawX <= PipeX3 + Pipe_Width) && (DrawY >= PipeY3))
				pipe3_on = 1'b1;
		else if ((DrawX >= PipeX3 - Pipe_Rim_Width) && (DrawX <= PipeX3 + Pipe_Width + Pipe_Rim_Width) && (DrawY >= PipeY3) && (DrawY <= PipeY3 + Pipe_Rim_Height))
				pipe3_on = 1'b1;
		else if ((DrawX >= PipeX3) && (DrawX <= PipeX3 + Pipe_Width) && (DrawY <= PipeY3 - Pipe_Gap))
				pipe3_on = 1'b1;
		else if ((DrawX >= PipeX3 - Pipe_Rim_Width) && (DrawX <= PipeX3 + Pipe_Width + Pipe_Rim_Width) && (DrawY >=  PipeY3 - Pipe_Gap - Pipe_Rim_Height) && (DrawY <= PipeY3 - Pipe_Gap))
				pipe3_on = 1'b1;
		else
				pipe3_on = 1'b0;
	 end
	 always_comb 
	 begin:Pipe4_Logic
		if ((DrawX >= PipeX4) && (DrawX <= PipeX4 + Pipe_Width) && (DrawY >= PipeY4))
				pipe4_on = 1'b1;
		else if ((DrawX >= PipeX4 - Pipe_Rim_Width) && (DrawX <= PipeX4 + Pipe_Width + Pipe_Rim_Width) && (DrawY >= PipeY4) && (DrawY <= PipeY4 + Pipe_Rim_Height))
				pipe4_on = 1'b1;
		else if ((DrawX >= PipeX4) && (DrawX <= PipeX4 + Pipe_Width) && (DrawY <= PipeY4 - Pipe_Gap))
				pipe4_on = 1'b1;
		else if ((DrawX >= PipeX4 - Pipe_Rim_Width) && (DrawX <= PipeX4 + Pipe_Width + Pipe_Rim_Width) && (DrawY >=  PipeY4 - Pipe_Gap - Pipe_Rim_Height) && (DrawY <= PipeY4 - Pipe_Gap))
				pipe4_on = 1'b1;
		else
				pipe4_on = 1'b0;
	 end
    always_comb
    begin:RGB_Display
		if(Blank == 1)
		begin			
		  if ((pupil_on == 1'b1))
		  begin
				Red = 8'h00;
				Green = 8'h00;
				Blue = 8'h00;
		  end
		  else if ((eye_on == 1'b1))
		  begin
				Red = 8'hff;
				Green = 8'hff;
				Blue = 8'hff;
		  end
		  else if ((wing_on == 1'b1))
		  begin
				Red = 8'hff;
				Green = 8'hdd;
				Blue = 8'hbb;
		  end
		  else if ((ball_on == 1'b1)) 
		  begin 
				Red = 8'hff;
				Green = 8'h71;
				Blue = 8'h5e;
		  end 
		  else if ((topgill_on == 1'b1)) 
		  begin 
				Red = 8'hff;
				Green = 8'h71;
				Blue = 8'h5e;
		  end 
		  else if ((botgill_on == 1'b1)) 
		  begin 
				Red = 8'hff;
				Green = 8'h71;
				Blue = 8'h5e;
		  end 
		  else if ((coin_on == 1'b1) && (Coin_Flag == 1'b1))
		  begin
				Red = 8'hff;
            Green = 8'hff;
            Blue = 8'h00;
		  end
		  else if ((coin2_on == 1'b1) && (Coin2_Flag == 1'b1))
		  begin
				Red = 8'hff;
            Green = 8'hff;
            Blue = 8'h00;
		  end
		  else if ((coin3_on == 1'b1) && (Coin3_Flag == 1'b1))
		  begin
				Red = 8'hff;
            Green = 8'hff;
            Blue = 8'h00;
		  end
		  else if ((coin4_on == 1'b1) && (Coin4_Flag == 1'b1))
		  begin
				Red = 8'hff;
            Green = 8'hff;
            Blue = 8'h00;
		  end
		  else if ((pipe_on == 1'b1))
		  begin
				Red = 8'h15;
				if(DrawX < PipeX)
					Green = 8'hdd;
				else if(DrawX - PipeX > 20)
					Green = 8'h82;
				else if (DrawX - PipeX > 10)
					Green = 8'hb8;
				else
					Green = 8'hdd;
            Blue = 8'h34;
		  end
		  else if ((pipe2_on == 1'b1))
		  begin
				Red = 8'h15;
				if(DrawX < PipeX2)
					Green = 8'hdd;
				else if(DrawX - PipeX2 > 20)
					Green = 8'h82;
				else if (DrawX - PipeX2 > 10)
					Green = 8'hb8;
				else
					Green = 8'hdd;
            Blue = 8'h34;
		  end
		  else if ((pipe3_on == 1'b1))
		  begin
				Red = 8'h15;
				if(DrawX < PipeX3)
					Green = 8'hdd;
				else if(DrawX - PipeX3 > 20)
					Green = 8'h82;
				else if (DrawX - PipeX3 > 10)
					Green = 8'hb8;
				else
					Green = 8'hdd;
            Blue = 8'h34;
		  end
		  else if ((pipe4_on == 1'b1))
		  begin
				Red = 8'h15;
				if(DrawX < PipeX4)
					Green = 8'hdd;
				else if(DrawX - PipeX4 > 20)
					Green = 8'h82;
				else if (DrawX - PipeX4 > 10)
					Green = 8'hb8;
				else
					Green = 8'hdd;
            Blue = 8'h34;
		  end
        else 
        begin 
            Red = 8'h38; 
            Green = 8'hb4;
				Blue = 8'hd6;
        end 
		end
		else
		begin
				Red = 8'h00;
            Green = 8'h00;
            Blue = 8'h00;
		end
		if(DrawY > 465 && DrawY <= 469)
		begin
				Red = 8'h00;
            Green = 8'hb8;
            Blue = 8'h34;
		end
		if(DrawY > 469 && DrawY <= 479)
		begin
				Red = 8'hff;
            Green = 8'hce;
            Blue = 8'h80;
		end
		if((diff_on == 1'b1))
		begin
			case(Difficulty_Flag)
				10'h1: 
				begin
					Red = 8'h00;
					Green = 8'hff;
					Blue = 8'h00;
				end
				10'h2:
				begin
					Red = 8'hff;
					Green = 8'hff;
					Blue = 8'h00;
				end
				10'h3:
				begin
					Red = 8'hff;
					Green = 8'h00;
					Blue = 8'h00;
				end
				default:
				begin
					Red = 8'h00;
					Green = 8'h00;
					Blue = 8'h00;
				end
			endcase
		end
    end 
endmodule
==> design/flow/run.sh <==
#!/bin/bash
# OpenROAD 26Q1-2900-gdf79404cd8, Yosys 0.63+post, stock flow scripts
make -C /OpenROAD-flow-scripts/flow DESIGN_CONFIG=/design/flow/config.mk WORK_HOME=/design/flow/orfs finish
==> design/flow/config.mk <==
export PLATFORM = sky130hd
export DESIGN_NAME = color_mapper
export DESIGN_NICKNAME = color_mapper
export VERILOG_FILES = /design/flow/design.v
export SDC_FILE = /design/flow/constraint.sdc
export NUM_CORES = 4
export LEC_CHECK = 1
export CORE_UTILIZATION = 50
==> design/flow/constraint.sdc <==
current_design color_mapper

set clk_period 42.5
set clk_io_pct 0.2

create_clock -name clk0 -period $clk_period

set non_clock_inputs [all_inputs -no_clocks]
set_input_delay [expr $clk_period * $clk_io_pct] -clock clk0 $non_clock_inputs
set_output_delay [expr $clk_period * $clk_io_pct] -clock clk0 [all_outputs]
==> design notes <==
The post-synthesis cell type with the largest instance count was sky130_fd_sc_hd__inv_1. The remaining global-route overflow was 0; the number of global-route vias before repair was 113k. The number of flip-flops and latches is 0. The initial utilization of the core area, before any placement, comes to 50.3%. Setup repair after global routing left no endpoint under its margin. The detailed router's first-iteration violation count was 4310; the wire length reported by the detailed router was 383 mm. The clock buffers instantiated in the layout total 0. Overall global routing resource usage: 28.6%.

The largest individual stage delay along the critical path comes from the cell sky130_fd_sc_hd__ha_1. With the total number of vias at 107k, the vertical die size is 551 um. The number of DRC violations after detailed routing is 0. The count of filler cells inserted in the layout is 28.1k, and the length of the first detailed-routing pass in iterations is 5.

Sorting the synthesized cells by how often they occur yields sky130_fd_sc_hd__inv_1 (4941), sky130_fd_sc_hd__fa_1 (3509), sky130_fd_sc_hd__ha_1 (2116), sky130_fd_sc_hd__nor2_1 (1139), sky130_fd_sc_hd__nand2_1 (1022). The type recorded for the worst min-delay path is in -> out.

The tools report the warning count from the yosys run as 1. Ranked by total cell area, the synthesized netlist is headed by sky130_fd_sc_hd__fa_1 (47%), sky130_fd_sc_hd__ha_1 (18%), sky130_fd_sc_hd__inv_1 (12%), sky130_fd_sc_hd__xnor2_1 (4.0%), sky130_fd_sc_hd__nor2_1 (2.8%). After floorplanning, the core was divided into 201 placement rows. Summing all non-filler instances in the final layout gives an area of 160000 sq um.

The largest total area in the synthesized netlist belongs to sky130_fd_sc_hd__fa_1. In this run the cell area of the synthesized design comes to 151000 sq um. The critical path class is in -> out.

The run finished with clean final reports. Per the run summary, max-cap violations total 0. The biggest cell delay along the critical path was 0.69 ns; the top fanout value on the critical path was 11.

The logs give 29 for the initial antenna violation count and 32.3% for the worst-case headroom to the max-slew limit. Dividing the detail-routed via count by the number of cells gives 5.07. For reference, the final report shows the max-slew violation count at 0. Cell family contributing the most delay on the critical path: adder cells. The logs give 343 mm for the HPWL reported at the end of detailed placement and 0 for the final count of negative-setup-slack endpoints. The instance area at placement is 160000 sq um.

Per the OpenROAD floorplan log, the area of the die is 304000 sq um. For the sum of negative setup slack, the log shows 0 ns. The count of tool warnings is 212. The post-route antenna net violation count came out at 0.

The shortest clock period the worst path allows after layout works out to 36.78 ns. For this sky-water flow run, the detailed-routed wirelength per cell is reported as 18.2 um. Number of distinct standard cells referenced by the synthesized netlist: 95. The worst setup path is launched from an input port. The tools report the placer congestion estimate as 0.991.

The most prevalent standard cell on the critical path was sky130_fd_sc_hd__inv_1. The run gives 86.5% for the final clock period utilization by the worst path. The number of I/O pins is 250. During placement, the flow inserted port buffers numbering 249. The final timing report lists a hold violation count of 0.

From synthesis to final layout, the design area changed by 5.81%. After synthesis, the chip area reported by Yosys is 151000 sq um. With the number of cells in Yosys stat at 16.8k, the first-pass GRT wire length is 620 mm. The layout report lists the combined flip-flop and latch area as 0 sq um. The arrival time of data at the critical path endpoint is 28.28 ns, and the post-synthesis cell count is 16.8k. For the critical path required time, the log shows 34.00 ns. In this run the biggest area consumer among cell types represents 46.6% of the synthesized area.

The maximum clock frequency was 27.2 MHz. The pin closest to its max-slew limit shows a slew of 0.989 ns. The floorplan step set the die width to 551 um.

The run gives 0 as the count of cells resized by post-cts repair. Entering global routing, the biggest net connects 37 pins. The most critical hold endpoint after final layout shows a slack of 18.15 ns.

The quantity of hold-fixing buffers added after cts came out at 0. Per the final layout report, the fraction of cells sized above drive strength 1 comes to 2.81%. The core region is 300000 sq um. STA classifies the critical path endpoint as an output port. The run gives 53.2% as the final core utilization. Post-CTS timing repair inserted 0 buffers for setup. The sequential share of the synthesized area came out at 0%.

The count of buffering cells on the critical path with inverters included was 15. The average cell area after synthesis came out at 8.96 sq um.
-- cell type report --
cell class         instances  area [sq um]  area share, %
repair buffers           527          4510           2.83
diodes                    10          25.0         0.0157
multi-input cells      11600        131000           82.2
well taps               3958          4950           3.10
inverters               5019         18800           11.8
-- cells in the final DEF, fill, tap and decap left out, types with 124 or more instances in the layout --
master and n:
sky130_fd_sc_hd__inv_1 4938, sky130_fd_sc_hd__xnor2_1 676, sky130_fd_sc_hd__clkdlybuf4s50_1 230, sky130_fd_sc_hd__o21ai_0 317, sky130_fd_sc_hd__nor2_1 1139, sky130_fd_sc_hd__nand2_1 1022, sky130_fd_sc_hd__buf_4 277, sky130_fd_sc_hd__nand2b_1 219
sky130_fd_sc_hd__a21oi_1 521, sky130_fd_sc_hd__nor3_1 143, sky130_fd_sc_hd__ha_1 2114, sky130_fd_sc_hd__nor2b_1 124, sky130_fd_sc_hd__fa_1 3507, sky130_fd_sc_hd__nand3_1 126, sky130_fd_sc_hd__a21o_1 301, sky130_fd_sc_hd__xor2_1 218
-- path summary, 6_finish.rpt --
path	startpoint	endpoint	cells past startpoint
max	DrawY[0]	Green[1]	72
min	Difficulty_Flag[1]	Red[4]	5
-- layer usage --
layer  track usage (%)  share of wire, %
met1              41.7                41
met5             0.281             0.060
met3              11.1                10
met2              43.5                47
met4              4.41               2.1
-- metrics by stage --
stage | cells | worst slack [ns]
floorplan | 16800 | 9.63
global placement | 21100 | 6.01
detailed placement | 21100 | 6.03
CTS | 21100 | 5.96
global route | 21100 | 4.56
finish | 21100 | 5.72
-- kinds of logic (layout without fill, tap and decap cells) --
group / count (synthesis) / in the layout / synth area share (%)
adders and majority gates: 5625 / 5625 / 64.1
buffers and inverters: 5247 / 5546 / 13.1
and+or+nand+nor: 3285 / 3285 / 9.92
AOI/OAI and AO/OA: 1737 / 1737 / 7.42
xor gates and xnor gates: 901 / 901 / 5.23
muxes: 30 / 30 / 0.206
other: 2 / 20 / 0.00498
